**design/flow/run.sh**
```bash
#!/bin/bash
# OpenROAD 26Q1-2900-gdf79404cd8, Yosys 0.63+post, stock flow scripts
make -C /OpenROAD-flow-scripts/flow DESIGN_CONFIG=/design/flow/config.mk WORK_HOME=/design/flow/orfs finish
```
**design/flow/config.mk**
```make
export PLATFORM = sky130hd
export DESIGN_NAME = blinky
export DESIGN_NICKNAME = blinky
export VERILOG_FILES = /design/flow/design.v
export SDC_FILE = /design/flow/constraint.sdc
export NUM_CORES = 4
export LEC_CHECK = 1
export CORE_AREA = 10 10 87 87
export DIE_AREA = 0 0 97 97
```
**design/flow/constraint.sdc**
```tcl
current_design blinky

set clk_period 3.2
set clk_io_pct 0.2

create_clock -name clk0 -period $clk_period [get_ports {i_clk}]

set non_clock_inputs [all_inputs -no_clocks]
set_input_delay [expr $clk_period * $clk_io_pct] -clock clk0 $non_clock_inputs
set_output_delay [expr $clk_period * $clk_io_pct] -clock clk0 [all_outputs]
```
**design/flow/design.v**
```verilog
module blinky(
     input logic i_clk,
     output logic led
);
     logic [24:0] counter = 0;
     assign led = counter[22];
     always_ff @( posedge i_clk ) begin
          counter <= counter + 1;
     end
endmodule
```
==> flow_metrics.tcl <==
# metrics dict for downstream scripts
set metrics [dict create \
    timing.final.max_slew_violations 0 \
    layout_top_registers "counter: 23 flops" \
    finalWorstPathRequiredPeriod_ns 1.719 \
    instances_no_fill 164 \
    top_achievable_clock_speed_mhz 581.7 \
    max-clock-path-buffers 2 \
    area_delta_synth_final_pct 16.07 \
    post-cts-setup-buffer-count 0 \
    path_depth 1 \
    reg2regPathDepth 5 \
    total_power_uw 458.9 \
    rrSetupSlack_ns 1.70 \
    clock_sink_total 23 \
    first_global_vias 549 \
    critPathRequiredTime_ns 2.56 \
    rows 27 \
    slowest_stage "sky130_fd_sc_hd__clkdlybuf4s50_1" \
    arrival_ns 1.08 \
    first_iter_violations 27 \
    register_containing_the_most_flip_flops_in_the_final_layout "counter" \
    via_per_inst 3.409 \
    num_antenna_cells 0 \
    yosys_area_um2 910.9 \
    cts_repair_resize_count 0 \
    max-vdd-ir-drop_mv 0.1130 \
    final_common_cell "sky130_fd_sc_hd__dfxtp_1" \
    postSynthAreaPerCell_um2 10.47 \
    max_stage_delay_ns 0.47 \
    clk-insertion-delay-late_ns 0.26 \
    outcome "finished, final reports clean" \
    core_area_um2 5642 \
    syn-cell-area_um2 910.9 \
    floorplan.io_pins 2 \
    critPathCaptureType "output pin" \
    count_of_final_hold_check_violations 0 \
    yosysSeqAreaShare 0.5055 \
    cts_hold_repair.buffers 0 \
    root_buffer "sky130_fd_sc_hd__clkbuf_8" \
    place_inst 160 \
    grt_pass1_wl_um 2366 \
    ys_cells 87 \
    drt.antenna.violating_nets 0 \
    worst_path_top_cell_family_by_delay "buffers and inverters" \
    start_kind "flip-flop" \
    groute.usage.overall 0.02714 \
    fin_setup_tns_ns 0 \
    syn-instance-count 87 \
    floorplan.die.width_um 97 \
    yosys_warnings 1 \
    hold_class "flip-flop to flip-flop" \
    crit_chain "clkdlybuf4s50_1" \
    placed_area_um2 1011 \
    detailroute.via_count 559 \
    worst_setup_hold_path_clk_slew_ns 0.08 \
    cts-buffers-inserted 3 \
    finalWirelength_um 1228 \
    hold_depth 1 \
    grt_max_degree 14 \
    ys.flops 23 \
    top_area_frac 0.5055 \
    timing_worst_slew_pin_value_ns 0.3779 \
    nFillCells 617 \
    yosys-top-cells-area "sky130_fd_sc_hd__dfxtp_1 51%, sky130_fd_sc_hd__xnor2_1 11%, sky130_fd_sc_hd__xor2_1 9.6%" \
    p_per_area_nw_per_um2 434.1 \
    worst-path-buf-inv 1 \
    timing.max_slew.rel_slack 0.7461 \
    layout_top_cells "23 x sky130_fd_sc_hd__dfxtp_1, 11 x sky130_fd_sc_hd__xnor2_1, 10 x sky130_fd_sc_hd__nand2_1, 10 x sky130_fd_sc_hd__xor2_1, 7 x sky130_fd_sc_hd__nand3_1" \
    netlist.top_cell.by_area "sky130_fd_sc_hd__dfxtp_1" \
    grt_overflow_total 0 \
    fin_worst_skew_ns 0.002697 \
    chip_area_um2 9409 \
    layout-drive-gt1-share 0.1413 \
    dp_hpwl_um 943.1 \
    route.detailed.wl_per_inst_um 7.488 \
    gp_routability_congestion 0.7953 \
    cts_tree "built" \
    setup_violations 0 \
    maxCapViolations 0 \
    first_pass_drt_iterations 4 \
    log.warning_count 25 \
    ys_types 17 \
    worst_setup_path_category "flip-flop to output pin" \
    antenna_violations_before_repair 0 \
    initial_utilization 0.1615 \
    cts.htree.levels 1 \
    power_leakage_nw 0.3963 \
    critPathMaxFanout 2 \
    post-route-period-util 0.5372 \
    largest_register_ff_count 23 \
    remaining_drc_errors 0 \
    floorplan.die.height_um 97 \
    placement.io_buffers 1 \
    design_area_um2 1057 \
    rsz0062_at_grt "no" \
]
-- cells by family (layout without fill, tap and decap cells) --
group                    count (synthesis)  after routing  synth area share
AND/OR/NAND/NOR                         40             40            0.2706
flip-flops                              23             23            0.5055
XOR/XNOR                                21             21            0.2019
buffers and inverters                    2              7          0.008245
adder cells (fa/ha/maj)                  1              1           0.01373
-- per-stage QoR --
stage	hold WS [ns]	util	setup slack, ns
after detailed placement	0.3993	0.1792	1.706
after floorplan	0.3834	-	1.851
after global routing	0.4349	0.1874	1.436
final	0.4181	0.1874	1.481
after CTS	0.4182	0.1874	1.461
after global placement	0.3931	0.1792	1.761
-- worst paths after layout --
check	from	to
max	counter[22]	led
min	counter[0]	counter[0]
max reg2reg	counter[0]	counter[18]
min reg2reg	counter[0]	counter[0]
-- final cells by class --
| cell class | count | area (um^2) | share of cell area |
|---|---|---|---|
| Clock buffer | 3 | 41.29 | 0.03905 |
| Tap cell | 72 | 90.09 | 0.08521 |
| Clock inverter | 1 | 5.005 | 0.004734 |
| Multi-Input combinational cell | 62 | 442.9 | 0.4189 |
| Sequential cell | 23 | 460.4 | 0.4355 |
| Timing Repair Buffer | 1 | 10.01 | 0.009467 |
| Inverter | 2 | 7.507 | 0.007101 |
-- per-layer routing --
metal	up-vias	GRT usage	share of wire
li1	305	-	-
met1	250	0.03833	0.54
met2	2	0.04090	0.42
met3	2	0.001433	0.0041
met4	0	0.01353	0.044
met5	-	0	0
-- Yosys cell counts, drive strengths merged --
| master | n |
|---|---|
| and3 | 1 |
| or2 | 1 |
| xnor2 | 11 |
| nand3 | 7 |
| inv | 2 |
| or3 | 1 |
| xor2 | 10 |
| dfxtp | 23 |
| nor2 | 6 |
| ha | 1 |
| nor4 | 3 |
| nand4 | 6 |
| nor3 | 4 |
| nand2 | 10 |
| and2 | 1 |
-- where the power goes --
| group | switching, mW | internal (mW) |
|---|---|---|
| Combinational | 0 | 0 |
| Sequential | 0 | 0.286 |
| Clock | 0.0865 | 0.0866 |
Power figures rest on the tool's default switching activity, not on a simulated workload.
